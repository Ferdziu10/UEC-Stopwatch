[./config.mk]
export PLATFORM = sky130hd
export DESIGN_NAME = sseg_x4_monitor
export DESIGN_NICKNAME = sseg_x4_monitor
export VERILOG_FILES = /design/flow/design.v
export SDC_FILE = /design/flow/constraint.sdc
export NUM_CORES = 4
export LEC_CHECK = 1
export CORE_AREA = 10 10 93 93
export DIE_AREA = 0 0 103 103
[./design.v]
`timescale 1ns / 1ps
module sseg_x4_monitor (
        input  wire         clk,      
        input  wire  [6:0]  sseg_ca,  
        input  wire  [3:0]  sseg_an,  
        output logic [15:0] sseg      
    );
    localparam SSEG_0 = 7'b1000000;
    localparam SSEG_1 = 7'b1111001;
    localparam SSEG_2 = 7'b0100100;
    localparam SSEG_3 = 7'b0110000;
    localparam SSEG_4 = 7'b0011001;
    localparam SSEG_5 = 7'b0010010;
    localparam SSEG_6 = 7'b0000010;
    localparam SSEG_7 = 7'b1111000;
    localparam SSEG_8 = 7'b0000000;
    localparam SSEG_9 = 7'b0010000;
    logic [3:0]  char;      
    logic [15:0] sseg_tmp;  
    initial begin
        sseg = 16'hxxxx;
    end
    always @(posedge clk) begin
        case(sseg_ca)
            SSEG_0: char  = 4'h0;
            SSEG_1: char  = 4'h1;
            SSEG_2: char  = 4'h2;
            SSEG_3: char  = 4'h3;
            SSEG_4: char  = 4'h4;
            SSEG_5: char  = 4'h5;
            SSEG_6: char  = 4'h6;
            SSEG_7: char  = 4'h7;
            SSEG_8: char  = 4'h8;
            SSEG_9: char  = 4'h9;
            default: char = 4'hx;
        endcase
        if( sseg_an[0] === 1'b0 ) sseg_tmp[3:0]   = char;
        if( sseg_an[1] === 1'b0 ) sseg_tmp[7:4]   = char;
        if( sseg_an[2] === 1'b0 ) sseg_tmp[11:8]  = char;
        if( sseg_an[3] === 1'b0 ) sseg_tmp[15:12] = char;
        if( sseg_an[3] === 1'b0 ) sseg            = sseg_tmp;
    end
endmodule
[./constraint.sdc]
current_design sseg_x4_monitor

set clk_period 2.1
set clk_io_pct 0.2

create_clock -name clk0 -period $clk_period [get_ports {clk}]

set non_clock_inputs [all_inputs -no_clocks]
set_input_delay [expr $clk_period * $clk_io_pct] -clock clk0 $non_clock_inputs
set_output_delay [expr $clk_period * $clk_io_pct] -clock clk0 [all_outputs]
[./run.sh]
#!/bin/bash
# OpenROAD 26Q1-2900-gdf79404cd8, Yosys 0.63+post, stock flow scripts
make -C /OpenROAD-flow-scripts/flow DESIGN_CONFIG=/design/flow/config.mk WORK_HOME=/design/flow/orfs finish
==> Slide: Implementation Results <==
Synthesis and Place & Route Summary

Pwr
  • Combinational share of power: 9.2%
  • Net Sw Frac: 20.0%
  • Reg power frac: 50.1%
  • VDD IR max: 401 µV
  • Sw Pwr: 0.276 mW
  • Clk pwr share: 40.7%
  • Int Power: 1.11 mW
  • Leak: 0.606 nW
  • Pwr dens: 796 mW/mm²

STA
  • Worst-margin pin slew: 0.418 ns
  • Fmax: 0.596 GHz
  • Final Hold Vio Count: 0
  • WHS: 0.457 ns
  • Max_slew headroom: 72.1%
  • RSZ-0062 raised after global routing: false
  • Clock skew: 0.00541 ns
  • Post-layout minimum cycle time: 1.68 ns
  • Count of pins over their slew limit: 0
  • Final period utilization: 79.9%
  • Post-Route Setup TNS: 0 ns
  • Final setup violation count: 0

Placed design
  • Detailed Place HPWL: 2.01 mm
  • GP Congestion: 0.809
  • Input/output buffers: 27

Clock tree
  • Clk sinks: 32
  • H-tree levels: 2
  • Longest Clk Path Bufs: 2
  • Post-CTS Setup Inserts: 0
  • Post-cts hold-fix buffer tally: 0
  • Num CTS Buffers: 5
  • Worst-path clk slew: 0.07 ns
  • Clock Latency Late Sink: 0.28 ns
  • CTS tree: yes
  • Clock root cell: clkbuf_8
  • CTS resizes: 0

Worst setup path
  • Arr. time, crit path: 1.69 ns
  • CP required: 2.11 ns
  • Max FO, Critical Path: 7
  • Startpoint types: primary input
  • Critical path class: primary input to register
  • Crit path capture type: register

Route
  • Antenna Nets Post-Route: 0
  • First-pass iteration count of the detailed router: 4
  • Iteration-0 DRC Markers: 25
  • Total Wirelength: 2.73 mm
  • Avg WL per Cell: 12.9 µm
  • Vias/cell: 3.91
  • DRC Markers: 0
  • Diodes inserted: 0
  • Via count: 829

Layout
  • Share of layout cells above drive strength 1: 18.2%
  • Layout area overhead: 42.3%

Yosys
  • Cell Type Count: 25
  • Area reported by Yosys stat: 0.00122 mm²
  • Cell Area, Synth: 0.00122 mm²
  • Mapped Avg Cell Area: 13.3 µm²
  • Seq share, synth: 65.6%
  • Cells after synthesis: 92
  • Post-synth top area cell: edfxtp_1
  • Area leader share: 39.4%
  • Top cells by area: edfxtp_1 (39%), dfxtp_1 (26%), nand2_1 (4.3%), o211ai_2 (4.1%), a21oi_1 (2.9%)
  • Register bit total from synthesis: 32
  • Yosys stat cell total: 92
  • Yosys warns: 1

Die
  • Rows: 30
  • Starting Density: 18.1%
  • Die area: 0.0106 mm²
  • Boundary Pins: 28
  • Core area: 0.00676 mm²
  • Die span in y: 103 µm
  • Die Width: 103 µm

Global routing
  • GRT met3 Usage: 2.10%
  • Grt peak-use layer: met2
  • Antenna violations before repair: 0
  • Met2 GRT Util: 8.39%
  • Congestion Overflow GR: 0
  • First-pass GRT wire length: 4.42 mm
  • Largest net degree at the start of global routing: 11
  • Met1 usage: 7.36%
  • Gr usage total: 5.44%
  • Vias in the first global route: 849

Worst hold path
  • Min-delay worst type: register to register

Job
  • Max cap viols: 0
  • Tool Warnings: 25

Status
  • Status: complete, no violations
[metrics by stage]
stage	worst slack [ns]	util, %	total power [mW]	cell area [µm²]	std cells
after floorplan	0.890	-	0.742	1220	92
after global placement	0.156	24.1	0.834	1630	204
after detailed placement	0.146	24.1	0.834	1630	204
after CTS	0.443	25.7	1.40	1740	212
after global routing	0.287	25.7	1.44	1740	212
final	0.423	25.7	1.38	1740	212
[state kept, by name (all words and copies together), names as in the netlist]
| signal | count |
|---|---|
| sseg_tmp | 16 |
| sseg | 16 |
[cells in the final DEF, fill, tap and decap left out, types with 4 or more instances in the layout]
cell type         n
dfxtp_1          16
nand2_1          14
nor2b_1           4
o211ai_2          4
clkdlybuf4s50_1  27
buf_4             5
o21ai_1           7
a21oi_1           7
clkbuf_8          5
edfxtp_1         16
[power groups by stage]
stage / Sequential (mW) / Clock, mW / Combinational, mW
4_1_cts: 0.693 / 0.572 / 0.130
5_1_grt: 0.695 / 0.605 / 0.140
6_report: 0.692 / 0.563 / 0.127
[critical path, stage by stage]
cell             delay [ns]
clkdlybuf4s50_1        0.65
and4b_1                0.25
o21ai_2                0.25
o21ai_1                0.12
[kinds of logic after synthesis]
group	count (synthesis)	synth area share, %
AND/OR/NAND/NOR	34	18.4
flip-flops	32	65.6
AND-OR/OR-AND	24	15.0
XOR/XNOR	1	0.718
buffers and inverters	1	0.307
[path summary, 6_finish.rpt]
kind | end | from | cells past startpoint | slack (ns)
hold reg to reg | sseg_tmp[9] | sseg_tmp[9] | 2 | 0.46
setup reg to reg | sseg[6] | sseg_tmp[6] | 2 | 1.37
setup / recovery | sseg[0] | sseg_ca[1] | 4 | 0.42
hold / removal | sseg_tmp[9] | sseg_tmp[9] | 2 | 0.46
[synth_stat cells]
cell / instances
nor3_1: 1
dfxtp_1: 16
nor3b_4: 1
nand2_1: 14
nor4b_2: 1
nand3_1: 1
xor2_1: 1
a21oi_1: 7
o211ai_2: 4
inv_1: 1
a2111oi_2: 1
o21ai_0: 1
o21ai_1: 7
a21oi_4: 1
nor3b_1: 1
nor3_4: 1
a2bb2oi_1: 1
and4b_1: 2
o21ai_2: 2
nand2b_1: 3
nor2_1: 1
and4b_4: 1
edfxtp_1: 16
nand3b_1: 3
nor2b_1: 4
[layout make-up]
cell class / instances / area (µm²)
Clock inverter: 2 / 35.0
Tap cell: 80 / 100
Timing Repair Buffer: 32 / 308
Sequential cell: 32 / 801
Fill cell: 712 / 5020
Inverter: 1 / 3.75
Multi-Input combinational cell: 59 / 415
Clock buffer: 6 / 72.6
[per-layer routing]
layer	wire, µm	up-vias
met3	181	4
met1	1290	380
met5	0	-
li1	-	422
met4	33	0
met2	1220	23
No activity file was given, so power comes from the tool's default toggle rates.
